## ./run.sh

```bash
#!/bin/bash
# OpenROAD 26Q1-2900-gdf79404cd8, Yosys 0.63+post, stock flow scripts
make -C /OpenROAD-flow-scripts/flow DESIGN_CONFIG=/design/flow/config.mk WORK_HOME=/design/flow/orfs finish
```

## ./config.mk

```make
export PLATFORM = sky130hd
export DESIGN_NAME = LZ77
export DESIGN_NICKNAME = LZ77
export VERILOG_FILES = /design/flow/design.v
export SDC_FILE = /design/flow/constraint.sdc
export NUM_CORES = 4
export LEC_CHECK = 1
export CORE_UTILIZATION = 50
```

## ./constraint.sdc

```tcl
current_design LZ77

set clk_period 4078.5
set clk_io_pct 0.2

create_clock -name clk0 -period $clk_period [get_ports {clk}]

set non_clock_inputs [all_inputs -no_clocks]
set_input_delay [expr $clk_period * $clk_io_pct] -clock clk0 $non_clock_inputs
set_output_delay [expr $clk_period * $clk_io_pct] -clock clk0 [all_outputs]
```

## ./design.v

```verilog
module LZ77(clk,reset,chardata,valid,encode,busy,offset,match_len,char_nxt);
input 		clk;
input 		reset;
output reg 	valid;
output reg 	encode;
output reg 	busy;
output reg [7:0] char_nxt;
inout	[3:0] 	offset; 
inout	[2:0] 	match_len;
inout 	[7:0] 	chardata;
reg		[2:0]	current_state, next_state;
reg		[11:0]	counter;
reg		[3:0]	search_index;
reg		[2:0]	lookahead_index;
reg		[3:0]	str_buffer		[2047:0];
reg		[3:0]	search_buffer	[8:0];
wire			equal[7:0];
wire	[11:0]	current_encode_len;
wire	[2:0]	curr_lookahead_index;
wire	[3:0]	match_char [6:0];
parameter [2:0] IN=3'b000, ENCODE=3'b001, ENCODE_OUT=3'b010, SHIFT_ENCODE=3'b011, DECODE_OUT=3'b100;
reg 	[3:0] 	offset_reg;
reg 	[2:0] 	match_len_reg;
reg 	[7:0]	chardata_reg;
reg 			chardata_flag;
wire	[3:0] 	offset;
wire	[2:0] 	match_len;
wire	[7:0]	chardata;
assign	offset = (encode) ? offset_reg : 4'hz;
assign	match_len = (encode) ? match_len_reg : 3'hz;
assign	chardata = (chardata_flag) ? chardata_reg : 8'hzz;
integer i;
assign	match_char[0] = search_buffer[search_index];
assign	match_char[1] = (search_index >= 1) ? search_buffer[search_index-1] : str_buffer[search_index];
assign	match_char[2] = (search_index >= 2) ? search_buffer[search_index-2] : str_buffer[1-search_index];
assign	match_char[3] = (search_index >= 3) ? search_buffer[search_index-3] : str_buffer[2-search_index];
assign	match_char[4] = (search_index >= 4) ? search_buffer[search_index-4] : str_buffer[3-search_index];
assign	match_char[5] = (search_index >= 5) ? search_buffer[search_index-5] : str_buffer[4-search_index];
assign	match_char[6] = (search_index >= 6) ? search_buffer[search_index-6] : str_buffer[5-search_index];
assign	equal[0] = (search_index <= 8) ? (match_char[0]==str_buffer[0]) ? 1'b1 : 1'b0 : 1'b0;
assign	equal[1] = (search_index <= 8) ? (match_char[1]==str_buffer[1]) ? equal[0] : 1'b0 : 1'b0;
assign	equal[2] = (search_index <= 8) ? (match_char[2]==str_buffer[2]) ? equal[1] : 1'b0 : 1'b0;
assign	equal[3] = (search_index <= 8) ? (match_char[3]==str_buffer[3]) ? equal[2] : 1'b0 : 1'b0;
assign	equal[4] = (search_index <= 8) ? (match_char[4]==str_buffer[4]) ? equal[3] : 1'b0 : 1'b0;
assign	equal[5] = (search_index <= 8) ? (match_char[5]==str_buffer[5]) ? equal[4] : 1'b0 : 1'b0;
assign	equal[6] = (search_index <= 8) ? (match_char[6]==str_buffer[6]) ? equal[5] : 1'b0 : 1'b0;
assign	equal[7] = 1'b0;
assign	current_encode_len = counter+match_len_reg+1;
assign	curr_lookahead_index = lookahead_index+1;
always @(posedge clk or posedge reset)
begin
	if(reset)
	begin
		current_state <= IN;
		busy <= 0;
		counter <= 0;
		search_index <= 0;
		lookahead_index <= 0;
		valid <= 0;
		encode <= 0;
		offset_reg <= 0;
		match_len_reg <= 0;
		char_nxt <= 0;
		chardata_reg <= 0;
		chardata_flag <= 0;
		search_buffer[0] <= 4'd0;
		search_buffer[1] <= 4'd0;
		search_buffer[2] <= 4'd0;
		search_buffer[3] <= 4'd0;
		search_buffer[4] <= 4'd0;
		search_buffer[5] <= 4'd0;
		search_buffer[6] <= 4'd0;
		search_buffer[7] <= 4'd0;
		search_buffer[8] <= 4'd0;
	end
	else
	begin
		current_state <= next_state;
		case(current_state)
			IN:
			begin
				match_len_reg <= 0;
				str_buffer[counter] <= chardata[3:0];
				counter <= (counter == 2047) ? 0 : counter+1;
			end
			ENCODE:
			begin
				valid <= 0;
				if(equal[match_len_reg]==1 && search_index < counter && current_encode_len <= 2048)
				begin
					chardata_reg <= str_buffer[curr_lookahead_index];
					match_len_reg <= match_len_reg+1;
					offset_reg <= search_index;
					lookahead_index <= curr_lookahead_index;
				end
				else
				begin
					search_index <= (search_index==15) ? 0 : search_index-1;
				end
			end
			ENCODE_OUT:
			begin
				encode <= 1;
				chardata_flag <= 1;
				valid <= 1;
				busy <= 1;
				chardata_reg <= (current_encode_len==2049) ? 8'h24 : (match_len_reg==0) ? str_buffer[0] : chardata_reg;
				counter <= current_encode_len;
			end
			SHIFT_ENCODE:
			begin
				counter <= (counter==2049) ? 0 : counter;
				char_nxt <= 0;
				chardata_flag <= (counter==2049) ? 0 : chardata_flag;
				offset_reg <= 0;
				valid <= 0;
				match_len_reg <= 0;
				search_index <= 8;
				lookahead_index <= (lookahead_index==0 || counter==2049) ? 0 : lookahead_index-1;
				search_buffer[8] <= search_buffer[7];
				search_buffer[7] <= search_buffer[6];
				search_buffer[6] <= search_buffer[5];
				search_buffer[5] <= search_buffer[4];
				search_buffer[4] <= search_buffer[3];
				search_buffer[3] <= search_buffer[2];
				search_buffer[2] <= search_buffer[1];
				search_buffer[1] <= search_buffer[0];
				search_buffer[0] <= str_buffer[0];
				for (i=0; i<2047; i=i+1) begin
					str_buffer[i] <= str_buffer[i+1];
				end
			end
			DECODE_OUT:
			begin
				encode <= 0;
				char_nxt <= (match_len_reg == match_len) ? chardata : search_buffer[offset];
				search_buffer[8] <= search_buffer[7];
				search_buffer[7] <= search_buffer[6];
				search_buffer[6] <= search_buffer[5];
				search_buffer[5] <= search_buffer[4];
				search_buffer[4] <= search_buffer[3];
				search_buffer[3] <= search_buffer[2];
				search_buffer[2] <= search_buffer[1];
				search_buffer[1] <= search_buffer[0];
				search_buffer[0] <= (match_len_reg == match_len) ? chardata : search_buffer[offset];
				match_len_reg <= (match_len_reg == match_len) ? 0 : match_len_reg+1;
				busy <= (char_nxt == 8'h24) ? 0 : 1;
				valid <= (char_nxt == 8'h24) ? 0 : 1;
			end
		endcase
	end
end
always @(*)
begin
	case(current_state)
		IN:
		begin
			next_state = (counter == 2047) ? ENCODE : IN;
		end
		ENCODE:
		begin
			next_state = (search_index==15 || match_len_reg==7) ? ENCODE_OUT : ENCODE;
		end
		ENCODE_OUT:
		begin
			next_state = SHIFT_ENCODE;
		end
		SHIFT_ENCODE:
		begin
			next_state = (counter==2049) ? DECODE_OUT : (lookahead_index==0) ? ENCODE : SHIFT_ENCODE;
		end
		DECODE_OUT:
		begin
			next_state = (char_nxt==8'h24) ? IN : DECODE_OUT;
		end
	endcase
end
endmodule
```

==> metrics.yaml <==
placement:
  placed_cells: 40750
  port_buffers: 9
  pre_cts_slack_ps: 3257060
  dp_hpwl_mm: 549.4
  postPlaceCellArea_mm2: 0.3580
  gp_congestion: 0.9920
floorplanning:
  die_w_um: 840.2
  die_h_um: 840.2
  initCoreUtil_pct: 50.22
  rows: 307
  boundaryPins: 28
synth:
  edf_count: 8192
  synth_chip_area_mm2: 0.3513
  syn_avg_cell_area_um2: 10.45
  synthesis.area_mm2: 0.3513
  ys_sh_simple_pct: 21.08
  ys.flops: 8273
  ys_sh_xor_pct: 0.08975
  muxShareOfSynthArea_pct: 0.5303
  synth_adder_area_share_pct: 0.1268
  synth_cell_types: 116
  synth-main-ff-cell: "edfxtp_1"
  synth.logic.top_family: "simple AND/OR/NAND/NOR gates"
  ys_cells: 33600
  ys_sh_aoi_pct: 4.473
  syn_inst: 33600
  synthArstFlopShare_pct: 0.9428
  yosys_warnings: 6
clock_tree:
  cts_setup_buffers: 0
  holdBufCountCts: 0
  cts_resized: 0
  clockRootBuffer: "clkbuf_16"
  cts_buffers: 835
  ctsHtreeMaxLevel: 6
  clock_path_buffers: 4
sta:
  untimed_endpoints: 6
  unclocked_pins: 3
run_status:
  firstError: "[error] [KeplerFormal.cpp:679] Workflow failed: Iso has multiple drivers: .chardata0, chardata[0]$_DFFE_PP0P_.Q0"
  status: "did not finish"
  stop_stage: "clock tree synthesis (4_1_cts)"
cells in the mapped netlist, types with 16 or more instances:
cell       count  area [um^2]
nand2_1    18590        69790
edfxtp_1    8192       246000
clkbuf_1    2591         9726
a21oi_1     2171        10870
nor2_1       375         1408
o21ai_0      138        690.7
nand3_1      121        605.6
buf_2         94        470.5
mux2i_1       89        890.9
buf_1         87        326.6
dfrtp_1       78         1952
mux2_2        66        743.2
a22oi_1       59        442.9
nor3_1        55        275.3
a31oi_1       53        331.6
inv_1         45        168.9
nand4_1       41        256.5
nand2b_1      35        219.0
nor2b_1       35        219.0
ha_1          34        425.4
o22ai_1       34        212.7
o211ai_1      29        217.7
a211oi_1      28        210.2
a32oi_1       28        245.2
and3_1        25        156.4
xnor2_1       24        210.2
nand3b_1      22        165.2
nor4_1        19        118.9
a22o_1        18        157.7
o21a_1        18        135.1
and2_1        17        106.4
or3_1         17        106.4
a2111oi_0     16        140.1
kinds of logic after synthesis:
family / count (synthesis)
latches: 3
and+or+nand+nor: 19430
other: 1
muxes: 169
AOI/OAI and AO/OA: 2820
buffers and inverters: 2844
DFF: 8270
xor gates and xnor gates: 33
adders and majority gates: 35
metrics by stage:
step | hold slack [ps] | power [mW]
floorplan | 432.9 | 0.1109
global placement | 476.3 | 0.1186
detailed placement | 480.6 | 0.1183
Power and IR drop assume default switching activity.
