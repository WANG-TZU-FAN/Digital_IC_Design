`/design/flow/config.mk`:
```
export PLATFORM = sky130hd
export DESIGN_NAME = BOE
export DESIGN_NICKNAME = BOE
export VERILOG_FILES = /design/flow/design.v
export SDC_FILE = /design/flow/constraint.sdc
export NUM_CORES = 4
export LEC_CHECK = 1
export CORE_UTILIZATION = 50
```
`/design/flow/constraint.sdc`:
```
current_design BOE

set clk_period 4.3
set clk_io_pct 0.2

create_clock -name clk0 -period $clk_period [get_ports {clk}]

set non_clock_inputs [all_inputs -no_clocks]
set_input_delay [expr $clk_period * $clk_io_pct] -clock clk0 $non_clock_inputs
set_output_delay [expr $clk_period * $clk_io_pct] -clock clk0 [all_outputs]
```
`/design/flow/design.v`:
```
module BOE(clk, rst, data_num, data_in, result);
input 	    		clk;
input 	    		rst;
input 	    [2:0] 	data_num;
input 	    [7:0] 	data_in;
output reg  [10:0] 	result;
reg [10:0] sum;
reg [7:0] buffer [0:5];
reg [2:0] state, next_state;
reg [2:0] count;
reg [2:0] data_num_reg;
reg [7:0] sorted_buffer [0:5];
integer i;
localparam	RESET = 0,
			GET_AND_SORT = 1,
			OUTPUT_SUM = 2,
			OUTPUT_MIN = 3,
			OUTPUT_SORTED_DATA = 4;
always@(*) begin
	if(data_in < buffer[0]) begin
		sorted_buffer[0] = data_in;
		for(i=1;i<6;i=i+1) sorted_buffer[i] = buffer[i-1];
	end
	else if(data_in < buffer[1]) begin
		for(i=0;i<1;i=i+1) sorted_buffer[i] = buffer[i];
		sorted_buffer[1] = data_in;
		for(i=2;i<6;i=i+1) sorted_buffer[i] = buffer[i-1];
	end
	else if(data_in < buffer[2]) begin
		for(i=0;i<2;i=i+1) sorted_buffer[i] = buffer[i];
		sorted_buffer[2] = data_in;
		for(i=3;i<6;i=i+1) sorted_buffer[i] = buffer[i-1];
	end
	else if(data_in < buffer[3]) begin
		for(i=0;i<3;i=i+1) sorted_buffer[i] = buffer[i];
		sorted_buffer[3] = data_in;
		for(i=4;i<6;i=i+1) sorted_buffer[i] = buffer[i-1];
	end
	else if(data_in < buffer[4]) begin
		for(i=0;i<4;i=i+1) sorted_buffer[i] = buffer[i];
		sorted_buffer[4] = data_in;
		for(i=5;i<6;i=i+1) sorted_buffer[i] = buffer[i-1];
	end
	else begin
		for(i=0;i<5;i=i+1) sorted_buffer[i] = buffer[i];
		sorted_buffer[5] = data_in;
	end
end
always@(*) begin
	case(state)
		RESET: begin
			next_state = GET_AND_SORT;
		end
		GET_AND_SORT: begin
			if(count==1) next_state = OUTPUT_SUM;
			else next_state = GET_AND_SORT;
		end
		OUTPUT_SUM: begin
			next_state = OUTPUT_MIN;
		end
		OUTPUT_MIN: begin
			next_state = OUTPUT_SORTED_DATA;
		end
		default: begin	 
			if(count == data_num_reg) next_state = RESET;
			else next_state = OUTPUT_SORTED_DATA;
		end
	endcase
end
always@(posedge clk or posedge rst) begin
	if(rst) begin
		state <= RESET;
	end
	else begin
		state <= next_state;
		case(state) 
			RESET: begin
				data_num_reg <= data_num-1;
				count <= data_num-1;
				sum <= data_in;
				buffer[0] <= data_in;
				for(i=1;i<8;i=i+1) begin
					buffer[i] <= 8'b11111111;
				end
			end
			GET_AND_SORT: begin
				for(i=0;i<7;i=i+1) begin
					buffer[i] <= sorted_buffer[i];
				end
				sum <= sum+data_in;
				count <= count-1;
			end
			OUTPUT_SUM: begin
				result <= sum;
			end
			OUTPUT_MIN: begin
				result <= buffer[0];
			end
			OUTPUT_SORTED_DATA: begin
				result <= buffer[data_num_reg-count];
				count <= count+1;
			end
		endcase
	end
end
endmodule
```
`/design/flow/run.sh`:
```
#!/bin/bash
# OpenROAD 26Q1-2900-gdf79404cd8, Yosys 0.63+post, stock flow scripts
make -C /OpenROAD-flow-scripts/flow DESIGN_CONFIG=/design/flow/config.mk WORK_HOME=/design/flow/orfs finish
```
==> notes.md <==
Implementation results. The flow ran to the end, and the final reports show no timing, DRC or antenna violations. For this run, the register share of the synthesized area comes to 0.448. Looking at the setup timing report, the critical path kind is in -> reg. Quantity of I/O buffers inserted on ports landed at 23.

Number of clock sinks landed at slightly above 80. For this run, global-route usage on met1 was measured as 0.448. edfxtp_1 is the most common cell in the netlist.

Post-synthesis average cell area landed at just under 10 um^2. Number of buffers on the longest clock path landed at 2. Number of setup buffers added after CTS landed at 0.

Of the post-synthesis cell area, the dominant cell type holds 0.424. The synthesized instance count is 543. Final design utilization landed at 0.580. In this build the clock could be raised as far as between 0.2 and 0.3 GHz. Summed over all instances, the cell type with the most area after synthesis is edfxtp_1.

Looking at the global route congestion table, the highest-usage layer is met1. The endpoint identified for the worst register-to-register timing path is result[3]$_DFFE_PP_. Per the gpl log, the routability congestion estimate is 0.942. Final tally of hold violations landed at 0.

Largest driver fanout on the critical path landed at 10. In the final layout, the registers with the most flip-flops are buffer (48), result (11), sum (11). In the post-route report, total wirelength is listed as 13800 um. Top-level port count landed at 24. Number of clock buffers inserted by TritonCTS landed at 9. Post-route minimum period landed at about 3500 ps. Setup repair after global routing left no endpoint under its margin. OpenROAD warning count landed at 28.

For met3 alone, demand over resource in global routing was 0.0808. Post-CTS repair ended up resizing 0 cells. Via count of the first global-routing pass landed at a little over 4000.

Detailed-route iteration 0 reported a violation count of 199. The tree is rooted in a clkbuf_8. Pin count of the biggest net entering global routing landed at 51.

Logic depth along the worst register-to-register path is recorded as 8. Area of the core region landed at 0.0104 mm^2. For this run, the final setup violation count is recorded as 0. The first global-routing pass estimated 22100 um of wire. The slew check shows that the tightest pin keeps a relative margin of 0.484. TritonCTS built the clock tree.

Cell total in the yosys stat output landed at approximately 540. Register cell area after layout landed at 0.00241 mm^2. In this run the VDD rail shows a maximum IR drop of 0.210 mV.

At the pin with the least slew margin, the transition time is 773 ps. According to the hold report, the worst path is of the reg -> reg type. For this sky-water flow run, the detailed-routed wirelength per cell is reported as between 15 and 20 um. The initial antenna violation count is 1. Total number of yosys warnings landed at 4. For reference, the top cells by count after synthesis are 76 x edfxtp_1, 63 x nand2_1, 51 x inv_1, 49 x ha_1, 46 x o21ai_0. The worst setup path is captured at a register. The layout summary lists the proportion of cells stronger than drive strength 1 as 0.0849.

Starting density of the core landed at 0.519. The routed layout has 4207 vias. Counting tap cells, the placed design contains a total of 697 instances. After synthesis the netlist holds a flip-flop and latch count of 81.

Standard-cell row count landed at 37. Number of search-and-repair iterations in the first detailed-routing pass landed at 7. Global routing usage on met2 landed at 0.399.

Clock latency on the worst-skew pair landed at 360 ps. Overall die area landed at approximately 0.011 mm^2. Number of enable flip-flop cells landed at around 76.

CTS built an H-tree with a depth of 3. 0 antenna diodes ended up in the layout. Post-detailed-placement half-perimeter wirelength landed at 10600 um. Chip area line of the yosys report landed at 0.00538 mm^2. The critical path starts at data_in[7].

Total power normalized to cell area comes to 254 mW/mm^2. Cell leakage power landed at 2.30 nW. Yosys reported that registers with async set or reset make up 0.0617. Leaving out filler cells and counting taps, the final layout contains 713.

Data on the critical path arrives at its endpoint at around 3500 ps. Combined area of all synthesized cells landed at 0.00538 mm^2. The commonest register cell is edfxtp_1. Final global-route overflow total landed at 0. Growth of design area from synthesis to finish landed at 11.8%. By area the synthesized netlist is led by edfxtp_1 42%, ha_1 11%, nand2_1 4.4%, o21ai_0 4.3%, inv_1 3.6%. Area of combinational cells with multiple inputs landed at 0.00267 mm^2. Per the synthesis report, the number of distinct cell types is about 60. Per the OpenROAD floorplan log, the height of the die is 106 um. Measured along the x axis, the die boundary spans 106 um. Fraction of the cycle the final worst path needs landed at 0.815.

The routed design shows a via density per instance of between 5 and 6. The number of maximum-capacitance violations recorded for the run is 0. The most critical setup path has its endpoint at buffer[4][4]$_SDFFCE_PN1P_. Required time of the critical path landed at 4290 ps. Residual antenna-violating net count after detailed routing landed at 0. Number of max-slew violations in the final report landed at 0. In the routed design, unresolved DRC markers number 0. The worst setup path is launched from an input pin. Clock slew seen by the registers of the worst setup and hold paths landed at 80 ps. For the worst reg-to-reg path, the startpoint reported by OpenROAD is count[0]$_DFFE_PP_. The register with the most flip-flops in the layout has 48 of them.

In this run the register-to-register setup slack is 1320 ps. Counting the fill cells in the layout gives slightly below 900. Post-route setup TNS landed at 0 ps. On the final layout, the worst clock skew is 5.32 ps. Summed over all routing layers, the global router reports a total usage of 0.278.

Post-cts hold-fix buffer tally landed at 0. The largest register by flop count is buffer.
[worst max-delay path, stage by stage]
cell and delay [ps]:
clkdlybuf4s50_1 790, ha_1 350, a41o_1 240, a21oi_1 230, o31ai_2 130, nand3_1 150
nor3_1 90, a21oi_1 650
[final cells by class]
class / instances / share of cell area
Sequential cell: 81 / 0.400
Clock inverter: 3 / 0.00250
Tap cell: 136 / 0.0283
Timing Repair Buffer: 44 / 0.0645
Clock buffer: 13 / 0.0281
Multi-Input combinational cell: 383 / 0.443
Inverter: 53 / 0.0331
[layer usage]
metal / routed length, um / up-vias
met4: 348 / 2
met3: 1040 / 24
met5: 13 / -
li1: - / 2060
met1: 6380 / 1981
met2: 6070 / 140
[where the power goes]
part           switching [mW]  internal, mW
Combinational          0.0867        0.0619
Clock                   0.271         0.255
Sequential                  0         0.852
Total                   0.358          1.17
[through the flow]
step | setup slack, ps | total power, mW | hold WS, ps | area [um^2]
2_1_floorplan | 1300 | 0.961 | 354 | 5380
3_3_place_gp | 489 | 1.01 | 359 | 5830
3_5_place_dp | 431 | 1.02 | 364 | 5830
4_1_cts | 812 | 1.54 | 382 | 6020
5_1_grt | 672 | 1.59 | 395 | 6020
6_report | 795 | 1.53 | 384 | 6020
[kinds of logic (layout without fill, tap and decap cells)]
logic type,after synthesis,in the layout,share of synthesized area
compound gates,161,161,0.199
simple gates,146,146,0.126
flops,81,81,0.448
buf+inv,79,113,0.0579
fa+ha+maj,51,51,0.121
mux,17,17,0.0323
xor+xnor,8,8,0.0156
[worst min path at each step]
stage                       from                 end  slack (ps)  depth (start not counted)
finish        state[2]$_DFF_PP0_  state[4]$_DFF_PP0_         380                          0
global route  state[2]$_DFF_PP0_  state[4]$_DFF_PP0_         400                          0
CTS           state[2]$_DFF_PP0_  state[4]$_DFF_PP0_         380                          0
[cells in the final DEF, fill, tap and decap left out, types with 4 or more instances in the layout]
| cell type | synthesis | layout |
|---|---|---|
| a21o_1 | 9 | 9 |
| a21oi_1 | 31 | 31 |
| a222oi_1 | 4 | 4 |
| a22oi_1 | 6 | 6 |
| and2_1 | 6 | 6 |
| buf_4 | 1 | 21 |
| clkbuf_8 | 0 | 12 |
| clkdlybuf4s50_1 | 0 | 23 |
| edfxtp_1 | 76 | 76 |
| ha_1 | 49 | 49 |
| inv_1 | 51 | 51 |
| mux2i_1 | 14 | 14 |
| nand2_1 | 63 | 63 |
| nand2b_1 | 6 | 6 |
| nand3_1 | 12 | 12 |
| nor2_1 | 35 | 35 |
| nor3_1 | 6 | 6 |
| o211ai_1 | 25 | 25 |
| o21a_1 | 4 | 4 |
| o21ai_0 | 46 | 46 |
| o22ai_1 | 4 | 4 |
| o31ai_1 | 6 | 5 |
| xnor2_1 | 5 | 5 |
No activity file was given, so power comes from the tool's default toggle rates.
